`run.sh`:
```
#!/bin/bash
# OpenROAD 26Q1-2900-gdf79404cd8, Yosys 0.63+post, stock flow scripts
make -C /OpenROAD-flow-scripts/flow DESIGN_CONFIG=/design/flow/config.mk WORK_HOME=/design/flow/orfs finish
```
`config.mk`:
```
export PLATFORM = sky130hd
export DESIGN_NAME = lfsr
export DESIGN_NICKNAME = lfsr
export VERILOG_FILES = /design/flow/design.v
export SDC_FILE = /design/flow/constraint.sdc
export NUM_CORES = 4
export LEC_CHECK = 1
export CORE_AREA = 10 10 70 70
export DIE_AREA = 0 0 80 80
```
`constraint.sdc`:
```
current_design lfsr

set clk_period 1.7
set clk_io_pct 0.2

create_clock -name clk0 -period $clk_period [get_ports {clk}]

set non_clock_inputs [all_inputs -no_clocks]
set_input_delay [expr $clk_period * $clk_io_pct] -clock clk0 $non_clock_inputs
set_output_delay [expr $clk_period * $clk_io_pct] -clock clk0 [all_outputs]
```
`design.v`:
```
module lfsr #(
    parameter D_WIDTH = 4
)(
    input   logic       clk,
    input   logic       rst,
    input   logic       en,
    output  logic [D_WIDTH-1:0] data_out
);
always_ff @(posedge clk) begin
    if (rst)
        data_out <= {{D_WIDTH-1{1'b0}}, 1};
    else if (en)
        data_out <= {data_out[D_WIDTH-2:0], data_out[3] ^ data_out[2]};
end
endmodule
```
==> results.yml <==
# yosys + openroad results
power:
  swShare: 0.2100
  vdd.ir_drop.worst_mv: 0.4389
  power_frac_seq: 0.420
  power.static_leakage_uw: 0.00009987
  internal_power_uw: 198.7
  net_load_switching_power_uw: 52.81
  power.share.clock: 0.465
  pwr_density_cell_mw_per_mm2: 881.6
  fraction_of_power_consumed_by_combinational_cells: 0.116
global_routing:
  maximum_number_of_pins_on_one_net_before_global_route_repair: 6
  congestion_overflow_gr: 0
  grt_antenna_before_repair: 0
  grt_most_used_layer: "met1"
  globalRouteMet2Util: 0.01284
  global_route_wire_length_before_repair_um: 703
  via_count_of_the_first_global_routing_pass: 141
  total_routing_usage_gr: 0.01506
  met3_usage: 0.01477
  grt.met1_usage: 0.02265
critical_path:
  crit_type: "flop to output pin"
  worstRegToRegCells: 2
  worst_ep_arrival_time_ns: 1.10
  timing.rr.end: "data_out[0]"
  worst-path-max-fanout: 4
  reg2reg_from: "data_out[2]"
  timing.critical_path.required_ns: 1.36
  timing.critical_path.from_type: "flop"
  buffering_stage_count_on_the_worst_path_with_inverters_included: 1
  rrSetupSlack_ns: 0.97
  cpPeakStageDelay_ns: 0.50
  worst_setup_path_end_kind: "output pin"
  crit_path_top_delay_cell: "clkdlybuf4s50_1"
  timing.critical_path.max_delay_family: "buffers and inverters"
  critical_path.cell_chain: "clkdlybuf4s50_1"
layout:
  top_reg_by_flops: "data_out"
  registers_with_the_highest_flip_flop_counts: "data_out: 4 flops"
  syn_to_final_growth_pct: 86.89
  drive_gt1_frac: 0.1304
  largest_register_ffs: 4
  fin_util: 0.08352
  filler_cell_count: 411
  layoutNonFillerInstCount: 69
clock_network:
  clock_tree.root_cell: "clkbuf_4"
  cts_inserted_buffers: 3
  clock_tree.buffer_depth: 2
  ctsResizeCount: 0
  postCtsSetupRepairBufs: 0
  clk-insertion-delay-late_ns: 0.24
  clock_tree_from_tritoncts: "done"
  clock_slew_seen_by_the_registers_of_the_worst_setup_and_hold_paths_ns: 0.04
  cts-htree-levels: 1
  postCtsHoldBufs: 0
  cts_sinks: 4
yosys:
  synth_top_area_share: 0.5246
  ys_sh_adder: 0
  synth_compound_gate_area_share: 0.04098
  part_of_the_yosys_area_used_for_sequential_elements: 0.5246
  post-synth-top-area-cell: "dfxtp_1"
  simple_gate_fraction_of_synth_area: 0.1066
  synth_chip_area_um2: 152.6
  ys.warnings.count: 1
  synthTopLogicFamily: "multiplexers"
  synth_flop_count: 4
  xor_area_frac: 0.05738
  mean_cell_area_of_the_mapped_netlist_um2: 10.18
  synth.area.mux_share: 0.1967
  synthCells: 15
  yosys-stat-cells: 15
  synth.lib_cells_used.distinct: 8
  synth_area_um2: 152.6
  yosys-top-cells-area: "dfxtp_1, mux2i_1, nor2_1"
detailed_routing:
  num_vias: 133
  drt_iter0_markers: 2
  detail_route.antenna_diodes: 0
  total_detailed_routing_wirelength_um: 465
  remaining_drc_errors: 0
  route.detailed.wl_per_inst_um: 6.739
  detail_route.vias_per_cell: 1.928
  detailedRoute.firstPassIterationCount: 2
  final_antenna_net_count: 0
sta:
  achievable-frequency_ghz: 0.6935
  rsz_0062_raised_after_global_routing: "no"
  timing.final.hold_violations: 0
  setup_total_negative_slack_ns: 0
  final.min_clock_period_ns: 1.442
  timing_worst_slew_pin_value_ns: 0.2588
  slew_headroom: 0.8270
  holdWs_ns: 0.5389
  timing.final.setup_violations: 0
  fin_crit_sh: 0.8483
  final_setup_margin_ns: 0.2580
  report.final.slew_viol_count: 0
  clock-skew-final_ns: 0.003707
placement:
  dp.cells: 66
  place_congestion: 0.5977
  pre_cts_ws_ns: 0.3422
  port_buffers: 6
die:
  placementRows: 21
  initCoreUtil: 0.04469
  io_pins: 7
  core_area_mm2: 0.003416
  dieArea_mm2: 0.006400
  die_outline_width_um: 80
  die_y_um: 80
hold_path:
  timing.hold.worst_path_depth: 2
  timing.hold.worst_endpoint: "data_out[1]"
  worst_hold_startpoint: "data_out[0]"
  hold_path.class: "flop to flop"
flow_run:
  tool_warnings: 25
  cap_violations: 0
outcome:
  status: "finished, final reports clean"
==> power groups by stage <==
stage                 Clock, µW  Combinational (µW)  Sequential (µW)
final                       117                29.1              106
after global routing        126                32.6              107
after CTS                   120                29.8              106
==> cell usage after synthesis <==
master,count
nor3_1,1
mux2i_1,3
xnor2_1,1
inv_1,1
buf_4,1
nor2_1,3
a31oi_1,1
dfxtp_1,4
==> cells in the final DEF (no fill, tap or decap), drive strengths merged <==
cell type | Yosys | routed
inv | 1 | 1
mux2i | 3 | 3
clkbuf | 0 | 3
nor3 | 1 | 1
nor2 | 3 | 3
dfxtp | 4 | 4
xnor2 | 1 | 1
clkdlybuf4s50 | 0 | 6
a31oi | 1 | 1
==> final cells by class <==
| cell class | count | area (µm²) | area share |
|---|---|---|---|
| clock buffers | 3 | 22.52 | 0.07895 |
| inverters | 1 | 3.754 | 0.01316 |
| well taps | 46 | 57.56 | 0.2018 |
| flip-flops and latches | 4 | 80.08 | 0.2807 |
| multi-input cells | 9 | 61.31 | 0.2149 |
| repair buffers | 6 | 60.06 | 0.2105 |
==> logic make-up after synthesis <==
group / Yosys count
and+or+nand+nor: 4
AOI/OAI and AO/OA: 1
buffers and inverters: 2
muxes: 3
DFF: 4
xor gates and xnor gates: 1
==> layer usage <==
| layer | vias up | share of wire |
|---|---|---|
| met3 | 2 | 0.15 |
| met5 | - | 0 |
| met4 | 0 | 0.0086 |
| met2 | 10 | 0.23 |
| met1 | 54 | 0.61 |
| li1 | 67 | - |
==> per-stage QoR <==
stage | cell area [µm²] | total power (µW)
floorplan | 152.6 | 116.7
global placement | 262.8 | 134.8
detailed placement | 262.8 | 136.7
CTS | 285.3 | 255.5
global route | 285.3 | 264.9
finish | 285.3 | 251.5
==> worst max path at each step <==
| stage | startpoint | to | slack, ns | cells past startpoint |
|---|---|---|---|---|
| finish | data_out[2] | data_out[2] | 0.26 | 1 |
| global route | data_out[2] | data_out[2] | 0.20 | 1 |
| CTS | data_out[2] | data_out[2] | 0.24 | 1 |
Power and IR drop assume default switching activity.
